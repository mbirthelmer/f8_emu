File: ./design.v
module crc(
  input [1:0] data_in,
  input crc_en,
  output [15:0] crc_out,
  input rst,
  input clk);
  reg [15:0] lfsr_q,lfsr_c;
  assign crc_out = lfsr_q;
  always @(*) begin
    lfsr_c[0] = lfsr_q[14] ^ lfsr_q[15] ^ data_in[0] ^ data_in[1];
    lfsr_c[1] = lfsr_q[15] ^ data_in[1];
    lfsr_c[2] = lfsr_q[0] ^ lfsr_q[14] ^ lfsr_q[15] ^ data_in[0] ^ data_in[1];
    lfsr_c[3] = lfsr_q[1] ^ lfsr_q[15] ^ data_in[1];
    lfsr_c[4] = lfsr_q[2];
    lfsr_c[5] = lfsr_q[3];
    lfsr_c[6] = lfsr_q[4];
    lfsr_c[7] = lfsr_q[5];
    lfsr_c[8] = lfsr_q[6];
    lfsr_c[9] = lfsr_q[7];
    lfsr_c[10] = lfsr_q[8];
    lfsr_c[11] = lfsr_q[9];
    lfsr_c[12] = lfsr_q[10];
    lfsr_c[13] = lfsr_q[11];
    lfsr_c[14] = lfsr_q[12];
    lfsr_c[15] = lfsr_q[13] ^ lfsr_q[14] ^ lfsr_q[15] ^ data_in[0] ^ data_in[1];
  end  
  always @(posedge clk, posedge rst) begin
    if(rst) begin
      lfsr_q <= {16{1'b1}};
    end
    else begin
      lfsr_q <= crc_en ? lfsr_c : lfsr_q;
    end
  end  
endmodule  
File: ./run.sh
#!/bin/bash
# OpenROAD 26Q1-2900-gdf79404cd8, Yosys 0.63+post, stock flow scripts
make -C /OpenROAD-flow-scripts/flow DESIGN_CONFIG=/design/flow/config.mk WORK_HOME=/design/flow/orfs finish
File: ./config.mk
export PLATFORM = sky130hd
export DESIGN_NAME = crc
export DESIGN_NICKNAME = crc
export VERILOG_FILES = /design/flow/design.v
export SDC_FILE = /design/flow/constraint.sdc
export NUM_CORES = 4
export LEC_CHECK = 1
export CORE_AREA = 10 10 96 96
export DIE_AREA = 0 0 106 106
File: ./constraint.sdc
current_design crc

set clk_period 3.1
set clk_io_pct 0.2

create_clock -name clk0 -period $clk_period [get_ports {clk}]

set non_clock_inputs [all_inputs -no_clocks]
set_input_delay [expr $clk_period * $clk_io_pct] -clock clk0 $non_clock_inputs
set_output_delay [expr $clk_period * $clk_io_pct] -clock clk0 [all_outputs]
==> impl_metrics.toml <==
# generated from flow reports
[floorplan]
core_box_area_mm2 = 0.00721
pin_count = 21
fp.dieW_um = 106
floorplan.die.height_um = 106
placementRows = 31
fp.dieArea_mm2 = 0.0112
initial_utilization = 0.108

[setup_path]
critical_path_class = "reg2out"
critPathTopFamily = "flip-flops"
endpoint_kind = "output pin"
worst-endpoint-arrival_ns = 1.32
slowest_stage = "dfstp_2"
worstPathBufferInverterCount = 1
reg2reg_to = "lfsr_q[2]"
critical_path.startpoint_type = "flip-flop"
critical_path_peak_fanout = 3
rr_startpoint = "lfsr_q[15]"
r2r_setup_slack_ns = 1.59
cell_chain_critical_path = "clkdlybuf4s50_1"
critPathRequiredTime_ns = 2.48
r2r.worst_path.cells = 3
critical-path-max-stage-delay_ns = 0.57

[detailed_routing]
antenna-diode-count = 0
drt-vias-per-instance = 2.56
final_antenna_net_count = 0
first_iter_violations = 9
maxUsedRoutingLayer = "met4"
wl_per_cell_um = 10.1
met2_wirelength_um = 815
number_of_vias_after_detailed_routing = 422
m1WireLength_um = 626
drt_drc_violations_left = 0
met3WireLength_um = 179
drt-total-wl_um = 1660
drt-pass1-iter-count = 2

[final_timing]
finClkSkew_ns = 0.00349
actual_transition_at_the_worst_max_transition_pin_ns = 0.751
max_clock_freq_ghz = 0.515
min_period_over_period = 0.627
period_minus_slack_ns = 1.94
finalMaxSlewViolations = 0
finalSetupViolCount = 0
slew-limit-headroom = 0.498
setup_total_negative_slack_ns = 0
rsz_0062_raised_after_global_routing = "false"
timing.final.ws_setup_ns = 1.16
timing.final.hold_violations = 0

[yosys]
yosys_cells = 54
yosys_area_um2 = 782
post_synth_num_cell_types = 10
syn_inst = 54
seq_area_frac_synth = 0.538
ys.flops = 16
yosys_warning_count = 1
mappedNetlistArea_um2 = 782
syn-mean-instance-area_um2 = 14.5

[clock_tree]
cts_max_path_buffers = 2
cts_tree = "built"
tritoncts.num_buffers = 3
post_cts.resized_instances = 0
worst_skew_pair.late_latency_ns = 0.24
clock_sinks = 16
worst_setup_hold_path_clk_slew_ns = 0.06
post_cts.repair.setup_buffers = 0
post_cts_hold_buffer_count = 0
clockRootBuffer = "clkbuf_8"
htree_levels = 1

[power]
leakagePower_uw = 0.000392
worst_ir_drop_on_vdd_mv = 0.183
power.density_mw_per_mm2 = 1050

[run_status]
outcome = "finished, final reports clean"

[worst_hold_path]
holdPathStages = 2
holdPathEnd = "lfsr_q[0]"
min_delay_path_class = "reg2reg"
hold_path.startpoint = "lfsr_q[0]"

[global_routing]
grt_max_degree = 17
total_congestion_overflow_after_global_routing = 0
grt_antenna_before_repair = 0
grt_pass1_vias = 490
grtUsageTotal = 0.0295
grt_pass1_wl_um = 2710

[placed_design]
gp_congestion = 0.686
io_buffers = 20
placement.setup.worst_slack_ns = 0.878
hpwl_um = 1270
numPlacedInstances = 161

[job]
stage_log_warnings = 25
drv_cap = 0

[cells_and_area]
area_grow_syn2layout_pct = 37.6
largest_registers = "lfsr_q x16"
num-fill-cells = 821
drive_above_1_share = 0.545
final_common_cell = "clkdlybuf4s50_1"
top_register = "lfsr_q"
ff_latch_area_um2 = 420
final-comb-area_um2 = 265
instances_no_fill = 165
most-common-layout-cells = "clkdlybuf4s50_1, dfstp_2, mux2_2"
largest_register_ff_count = 16
power breakdown:
group / switching, µW / internal, µW
registers: 86.3 / 395
logic: 104 / 358
clock network: 69.9 / 112
cells in the mapped netlist:
library cell | n | area [µm²]
xnor2_2 | 1 | 16.3
inv_1 | 1 | 3.75
nor2_1 | 2 | 7.51
buf_4 | 11 | 82.6
a21oi_1 | 2 | 10.0
mux2_2 | 14 | 158
xor3_1 | 2 | 47.6
dfstp_2 | 16 | 420
xnor2_1 | 3 | 26.3
buf_2 | 2 | 10.0
cells by family after synthesis:
family,count (synthesis),synth area share
AND-OR/OR-AND,2,0.0128
XOR/XNOR,6,0.115
buffers and inverters,14,0.123
flip-flops,16,0.538
multiplexers,14,0.202
AND/OR/NAND/NOR,2,0.00960
cell type report:
type | instances | area share
Inverter | 1 | 0.00349
Timing Repair Buffer | 21 | 0.193
Tap cell | 99 | 0.115
Clock buffer | 4 | 0.0512
Multi-Input combinational cell | 24 | 0.247
Sequential cell | 16 | 0.391
worst max path at each step:
stage | from | end | slack, ns | cells past startpoint
finish | lfsr_q[15] | crc_out[15] | 1.16 | 1
global route | lfsr_q[15] | crc_out[15] | 1.07 | 1
CTS | lfsr_q[15] | crc_out[15] | 1.12 | 1
worst min-delay path, stage by stage (launching register included):
cell and delay [ns]:
dfstp_2 0.38, nor2_1 0.08, a21oi_1 0.05
metal layers:
| layer | GRT usage | vias to the layer above |
|---|---|---|
| li1 | - | 192 |
| met1 | 0.0326 | 216 |
| met2 | 0.0486 | 12 |
| met3 | 0.0153 | 2 |
| met4 | 0.00870 | 0 |
| met5 | 0 | - |
per-stage QoR:
step,area [µm²],hold WS [ns],util,total power [µW]
CTS,1080,0.512,0.149,1160
detailed placement,1020,0.503,0.142,966
finish,1080,0.508,0.149,1130
global placement,1020,0.483,0.142,964
global route,1080,0.526,0.149,1220
floorplan,782,0.467,-,779
No activity file was given, so power comes from the tool's default toggle rates.
