File: /design/flow/config.mk
export PLATFORM = sky130hd
export DESIGN_NAME = uart_if
export DESIGN_NICKNAME = uart_if
export VERILOG_FILES = /design/flow/design.v
export SDC_FILE = /design/flow/constraint.sdc
export NUM_CORES = 4
export LEC_CHECK = 1
export CORE_UTILIZATION = 30
File: /design/flow/constraint.sdc
current_design uart_if

set clk_period 2.5
set clk_io_pct 0.2

create_clock -name clk0 -period $clk_period [get_ports {clk_12m}]
create_clock -name clk1 -period $clk_period [get_ports {clk_96m}]

set non_clock_inputs [all_inputs -no_clocks]
set_input_delay [expr $clk_period * $clk_io_pct] -clock clk0 $non_clock_inputs
set_output_delay [expr $clk_period * $clk_io_pct] -clock clk0 [all_outputs]
File: /design/flow/design.v
module uart_if(
	output reg tx,
	input [7:0] txd,
	input txv,
	output reg txr,
	input rx,
	output reg [7:0] rxd,
	output reg rxv,
	output reg rx_error,
	input rst,
	input clk_96m,
	input clk_12m);
	reg [7:0] tx_sr;
	reg [1:0] tx_state;
	reg [2:0] tx_bits;
	localparam [1:0] TX_IDLE=0, TX_START=1, TX_DATA=2, TX_STOP=3;
	always @(posedge clk_12m) begin
		if(rst) begin
			tx_sr <= 8'h00;
			tx_state <= TX_IDLE;
			tx_bits <= 3'h0;
		end else begin
			if(tx_state == TX_IDLE && txv) begin
				tx_state <= TX_START;
				tx_sr <= txd;
			end else if(tx_state == TX_START) begin
				tx_state <= TX_DATA;
				tx_bits <= 3'd7;
			end else if(tx_state == TX_DATA) begin
				tx_state <= (tx_bits == 3'd0) ? TX_STOP : TX_DATA;
				tx_bits <=  tx_bits - 1;
				tx_sr <= {1'b0, tx_sr[7:1]};
			end else if(tx_state == TX_STOP) begin
				tx_state <= TX_IDLE;
			end
		end
	end
	always @(*) begin
		txr = (tx_state == TX_IDLE);
		case(tx_state)
			TX_IDLE, TX_STOP: tx = 1'b1;
			TX_START: tx = 1'b0;
			TX_DATA: tx = tx_sr[0];
		endcase
	end
	reg [2:0] rx_div;
	reg [3:0] rx_state;
	reg [7:0] rx_sr;
	reg [2:0] rx_bits;
	reg [2:0] rx_vote;
	reg rx_result, rxv_96m, rxv_ack;
	reg [1:0] rx_sync;
	localparam [1:0] RX_IDLE=0, RX_START=1, RX_DATA=2, RX_STOP=3, RX_BREAK=4, RX_V_SYNC=5;
	always @(*) begin
		case(rx_vote)
		3'b000, 3'b001, 3'b010, 3'b100: rx_result = 0;
		3'b011, 3'b101, 3'b110, 3'b111: rx_result = 1;
		endcase
	end
	always @(posedge clk_12m) begin
		rxv <= rxv_96m;
		rxv_ack <= rxv_96m;
	end
	always @(posedge clk_96m) begin
		if(rst) begin
			rx_div <= 3'd0;
			rx_sr <= 8'h0;
			rx_state <= RX_IDLE;
			rx_bits <= 3'd0;
			rx_sync <= 2'h0;
		end else begin
			rx_sync <= {rx_sync[0], rx};
			rx_div <= (rx_state == RX_IDLE) ? 3'd0 : (rx_div + 1);
			rxv_96m <= 1'b0;
			if(rx_div == 3) rx_vote[0] <= rx_sync[1];
			if(rx_div == 4) rx_vote[1] <= rx_sync[1];
			if(rx_div == 5) rx_vote[2] <= rx_sync[1];
			if(rx_state == RX_IDLE) begin
				if(~rx_sync[1])
					rx_state <= RX_START;
			end else if(rx_state == RX_START && rx_div == 7) begin
				if(rx_result != 0) begin
					rx_state <= RX_IDLE;
					rx_error <= 1'b1;
				end else begin
					rx_state <= RX_DATA;
					rx_bits <= 3'd7;
				end
			end else if(rx_state == RX_DATA && rx_div == 7) begin
				rx_sr <= {rx_result, rx_sr[6:0]};
				rx_bits <= rx_bits - 1;
				rx_state <= (rx_bits == 0) ? RX_STOP : RX_DATA;
			end else if(rx_state == RX_STOP && rx_div == 7) begin
				rx_state <= RX_IDLE;
				if(rx_result != 1'b1) begin
					if(rx_sr == 8'h00) rx_state <= RX_BREAK;
					else begin
						rx_state <= RX_IDLE;
						rx_error <= 1'b1;
					end
				end else begin
					rx_state <= rx_error ? RX_IDLE : RX_V_SYNC;
					rxv_96m <= ~rx_error;
				end
			end else if(rx_state == RX_BREAK && rx_div == 7) begin
				if(rx_result != 1'b0) begin
					rx_error <= 1'b0;
					rx_state <= RX_IDLE;
				end
			end else if(rx_state == RX_V_SYNC && rxv_ack) begin
				rx_state <= RX_IDLE;
				rxv_96m <= 1'b0;
			end
		end
	end
endmodule
File: /design/flow/run.sh
#!/bin/bash
# OpenROAD 26Q1-2900-gdf79404cd8, Yosys 0.63+post, stock flow scripts
make -C /OpenROAD-flow-scripts/flow DESIGN_CONFIG=/design/flow/config.mk WORK_HOME=/design/flow/orfs finish
==> run notes <==
Results of the run.

The global placer's final weighted congestion is approximately 0.81. The flow measured a signed area growth from synthesis to layout of 16.8%. The number of endpoints with negative hold slack in the final report is 0. After detailed placement, the design holds a cell count of ~270. The first-pass detailed-route iteration total is 4.

The longest incremental delay of any stage on the critical path is reported as slightly below 0.5 ns. The end of the worst hold path is rxv$_DFF_P_. The biggest fanout along the worst timing path is 6. The capture point of the worst register-to-register path is recorded as rx_error$_SDFFCE_PP1P_.

The horizontal die size is 75.8 um. The DRC violation count after routing is 0. The tool warning count for the run is 31. The total setup violations reported at the end of the flow is 0. In the final layout, the fill cell count is about 520. Looking at the worst setup and hold paths, the clock pins of their registers show a slew of roughly 0.07 ns.

The main area contributors are sky130_fd_sc_hd__dfxtp_1 36%, sky130_fd_sc_hd__edfxtp_1 9.2%, sky130_fd_sc_hd__ha_1 6.9%. The leakage power of the design is 0.725 nW. The pre-placement core utilization is 0.316. TritonCTS built the clock tree. The worst hold path begins at rxv_96m$_SDFFCE_PP0N_. Yosys mapped the design onto 39 distinct sky130hd cell types.

The met2 layer wire length in the routed design is 1260 um. The uppermost metal layer occupied by signal nets is met4. The hold path depth is 0.

The logic depth of the worst register-to-register path is 5. A synthesized cell averages 8.75 um2. The flow ran to the end, and the final reports show no timing, DRC or antenna violations. Per the synth log, the flip-flop and latch total comes to 34. The post-synthesis instance area is between 1500 and 2000 um2.

The wire length of the first global-routing pass is 4880 um. The wire length on met1 is around 1600 um. Overall routing resource usage recorded by global route was 0.112.

In this run the standard cell core region covers 5170 um2. The cell type that accounts for the most area after synthesis is sky130_fd_sc_hd__dfxtp_1. Per the placement log, port buffering inserted 15 buffers. Per the cell usage report, the commonest logic cell in the layout is sky130_fd_sc_hd__dfxtp_1. The layout summary lists the proportion of cells stronger than drive strength 1 as 0.0788. The placed cell area is about 1800 um2. The initial antenna violation count is 0. The routed wire length is 2990 um. The clock arrives with approximately 0.0039 ns of skew. The count of standard-cell rows is 26. The fraction of registers with async set or reset after synthesis is 0. The aggregate global routing overflow is 0. Counting pins that exceed their max-slew limit in the final report gives 0.

At the end of the flow the core is filled with cells to 0.369. The master of the slowest instance on the critical path is sky130_fd_sc_hd__clkdlybuf4s50_1. The average wire per standard cell is 11.0 um. The setup slack of the most critical reg-to-reg path is 0.71 ns. The largest net degree at the start of global routing is 16. The critical path is of the reg -> out type.

Wire segments on met3 add up to between 100 and 150 um in the final route. Post-CTS repair ended up resizing 0 cells. STA puts the critical path data arrival time at about 1.5 ns. The number of gates on the worst path with buffers counted is 3. STA classifies the critical path startpoint as a register.

The cell family with the largest share of critical-path delay is buffers and inverters. The cell count in the Yosys report is ~190. For reference, the critical path cell chain is inv_1 > a21oi_1 > clkdlybuf4s50_1. The most used flip-flop cell after synthesis is sky130_fd_sc_hd__dfxtp_1. The worst min-delay path category is reg -> reg.

In the layout the commonest cells are 29 x sky130_fd_sc_hd__dfxtp_1, 25 x sky130_fd_sc_hd__nor2_1, 20 x sky130_fd_sc_hd__nand2_1. The y dimension of the die is ~76 um. The share of the Yosys chip area taken by registers is 0.447. The count of mapped cells out of synthesis is between 150 and 200. The final-layout worst hold slack is between 0.3 and 0.4 ns. For this run, the number of Yosys warnings is 9. Headroom to the max-slew limit came out at 0.652.

The routed layout has 1226 vias. The count of placed standard cells in the final layout, fillers left out is 273. The remaining number of nets flagged by the antenna check after routing is 0.

The final worst setup slack is about 0.55 ns. Before CTS, the worst setup slack after placement is a little under 0.6 ns. After routing, the total negative slack on setup checks comes to 0 ns. The total design power is 1.16 mW.

Dividing the detail-routed via count by the number of cells gives 4.49. Per the log, the first TritonRoute iteration ended with a DRC count of 70. Buffers inserted to repair hold after CTS numbered 0. Setup repair after global routing left no endpoint under its margin. The number of global-route vias before repair is roughly 1100. The chip occupies approximately 5800 um2. The number of enable flip-flop cells is 5. Looking at the VDD voltage map, the peak drop is 0.000461 V. The number of clock sinks is 34. The HPWL after detailed placement is 2030 um. The cell area power density is ~610 nW/um2. The proportion of netlist area held by the largest area contributor is 0.355. At the pin with the least slew margin, the transition time is approximately 0.52 ns. The critical path endpoint category is a primary output.

The reg-to-reg critical path startpoint is rx_div[0]$_SDFF_PN0_. In this run the maximum-capacitance check reported violations numbering 0. The critical path contains buffers and inverters numbering 2 combined.

The number of diodes is 0. The required time of the worst setup path is roughly 2 ns. The number of top-level design ports is 25. For this run, the chip area from Yosys synthesis comes to about 1600 um2.

Post-CTS timing repair inserted 0 buffers for setup. For the completed layout, the total cell area is recorded as about 1900 um2.
-- worst max-delay path by stage --
stage         end                 from  slack [ns]
finish         tx  tx_state[1]$_DFF_P_        0.55
global route   tx  tx_state[1]$_DFF_P_        0.50
CTS            tx  tx_state[1]$_DFF_P_        0.54
-- cell type report --
type | count | area [um2] | share of cell area
Clock buffer | 7 | 96.3 | 0.0505
Clock inverter | 1 | 3.75 | 0.00197
Inverter | 12 | 45.0 | 0.0236
Multi-Input combinational cell | 131 | 773 | 0.405
Sequential cell | 34 | 731 | 0.383
Tap cell | 70 | 87.6 | 0.0459
Timing Repair Buffer | 18 | 173 | 0.0904
-- registers in the layout (all words and copies together) (netlist names), 2 cells and up --
signal	cells
tx_sr	8
rx_sync	2
rx_bits	3
rx_div	3
tx_bits	3
tx_state	4
rx_state	4
rx_vote	3
-- worst reg2reg max path, stage by stage, from the launching register on --
cell and delay [ns]:
sky130_fd_sc_hd__dfxtp_1 0.38, sky130_fd_sc_hd__ha_1 0.19, sky130_fd_sc_hd__ha_1 0.35, sky130_fd_sc_hd__nand3b_1 0.18
sky130_fd_sc_hd__a22o_2 0.29, sky130_fd_sc_hd__and4_1 0.17
-- logic make-up (layout without fill, tap and decap cells) --
family          Yosys count  count (layout)  share of synthesized area
simple gates             71              71                      0.207
compound gates           41              41                      0.166
flops                    34              34                      0.447
buf+inv                  29              38                     0.0964
fa+ha+maj                10              10                     0.0757
other cells               1               8                    0.00229
mux                       1               1                    0.00612
-- cells in the mapped netlist, types with 2 or more instances --
library cell               instances
sky130_fd_sc_hd__dfxtp_1          29
sky130_fd_sc_hd__nor2_1           25
sky130_fd_sc_hd__nand2_1          20
sky130_fd_sc_hd__a21oi_1          18
sky130_fd_sc_hd__inv_1            12
sky130_fd_sc_hd__buf_4            10
sky130_fd_sc_hd__ha_1              9
sky130_fd_sc_hd__o21ai_0           8
sky130_fd_sc_hd__a311oi_1          7
sky130_fd_sc_hd__nor3_1            7
sky130_fd_sc_hd__edfxtp_1          5
sky130_fd_sc_hd__nor2b_1           4
sky130_fd_sc_hd__buf_2             3
sky130_fd_sc_hd__clkbuf_1          3
sky130_fd_sc_hd__and3_1            2
sky130_fd_sc_hd__nand2b_1          2
-- routing by layer --
| layer | up-vias | global-route usage |
|---|---|---|
| met5 | - | 0 |
| met4 | 0 | 0.0185 |
| met3 | 4 | 0.0241 |
| met2 | 23 | 0.150 |
| met1 | 545 | 0.188 |
| li1 | 654 | - |
-- report_power, final --
group	leakage [nW]	total [mW]	switching, mW	internal, mW
logic	0.385	0.116	0.0577	0.0583
registers	0.288	0.605	0.0243	0.581
clock network	0.0519	0.435	0.186	0.249
No activity file was given, so power comes from the tool's default toggle rates.
